`config.mk`:
```
export PLATFORM = sky130hd
export DESIGN_NAME = alu
export DESIGN_NICKNAME = alu
export VERILOG_FILES = /design/flow/design.v
export SDC_FILE = /design/flow/constraint.sdc
export NUM_CORES = 4
export LEC_CHECK = 1
export CORE_UTILIZATION = 50
```
`constraint.sdc`:
```
current_design alu

set clk_period 19.9
set clk_io_pct 0.2

create_clock -name clk0 -period $clk_period

set non_clock_inputs [all_inputs -no_clocks]
set_input_delay [expr $clk_period * $clk_io_pct] -clock clk0 $non_clock_inputs
set_output_delay [expr $clk_period * $clk_io_pct] -clock clk0 [all_outputs]
```
`design.v`:
```
module alu(input[31:0] instruction,
    input[31:0] regA,regB,
    output reg[31:0] result,
    output reg[2:0] flags);
    reg[5:0] opcode, func;
    reg[31:0] reg0,reg1;
    reg signed[31:0] reg2,reg3;
    always @(*)begin
        opcode = instruction[31:26];
        func = instruction[5:0];
        flags = 3'b000;
        if(opcode==6'b000000 && func==6'b100000) begin  
            result = regA+regB;
            if(!regA[31]&&!regB[31]&&result[31] || regA[31]&&regB[31]&&!result[31])
                flags[0]=1;
        end
        else if(opcode==6'b000000 && func==6'b100001) begin  
            result=regA+regB;
        end
        else if(opcode==6'b000000 && func==6'b100010) begin  
            if(instruction[20:16]==5'b00001 && instruction[25:21]==5'b00000)begin
                reg2=$signed(-regB);
                result=regA+reg2;
                if(!regA[31]&&!reg2[31]&&result[31] || regA[31]&&reg2[31]&&!result[31])
                flags[0]=1;
            end
            if(instruction[20:16]==5'b00000 && instruction[25:21]==5'b00001) begin
                reg2=$signed(-regA);
                result=regB+reg2;
                if(!regB[31]&&!reg2[31]&&result[31] || regB[31]&&reg2[31]&&!result[31])
                flags[0]=1;
            end
        end
        else if(opcode==6'b000000 && func==6'b100011) begin  
            if(instruction[20:16]==5'b00001 && instruction[25:21]==5'b00000)begin
                result=regA-regB;
            end
            if(instruction[20:16]==5'b00000 && instruction[25:21]==5'b00001)begin
                result=regB-regA;
            end
        end
        else if(opcode==6'b000000 && func==6'b100100) begin  
            result=regA&regB;
        end
        else if(opcode==6'b000000 && func==6'b100111) begin  
            result=~(regA|regB);
        end
        else if(opcode==6'b000000 && func==6'b100101) begin  
            result=regA|regB;
        end
        else if(opcode==6'b000000 && func==6'b100110) begin  
            result=regA^regB;
        end
        else if(opcode==6'b000000 && func==6'b101010) begin  
            reg2=$signed(regA);
            reg3=$signed(regB);
            if(instruction[20:16]==5'b00000 && instruction[25:21]==5'b00001)begin
                result=reg3-reg2;
                if(reg3<reg2)
                    flags[1]=1;
            end
            else begin
                result=$signed(reg2-reg3);
                if(reg2<reg3)
                    flags[1]=1;
            end
        end
        else if(opcode==6'b000000 && func==6'b101011) begin  
            if(instruction[20:16]==5'b00000 && instruction[25:21]==5'b00001)begin
                result=regB-regA;
                if(regB<regA)
                    flags[1]=1;
            end
            else begin
                result=regA-regB;
                if(regA<regB)
                    flags[1]=1;
            end
        end
        else if(opcode==6'b000000 && func==6'b000000) begin  
            reg0=instruction[10:6];
            if(instruction[20:16]==5'b00000)
                result=regA<<reg0;
            if(instruction[20:16]==5'b00001)
                result=regB<<reg0;
        end
        else if(opcode==6'b000000 && func==6'b000100) begin  
            if(instruction[20:16]==5'b00000 && instruction[25:21]==5'b00001)
                result=regA<<regB;
            if(instruction[20:16]==5'b00001 && instruction[25:21]==5'b00000)
                result=regB<<regA;
        end
        else if(opcode==6'b000000 && func==6'b000010) begin  
            reg0=instruction[10:6];
            if(instruction[20:16]==5'b00000)
                result=regA>>reg0;
            if(instruction[20:16]==5'b00001)
                result=regB>>reg0;
        end
        else if(opcode==6'b000000 && func==6'b000110) begin  
            if(instruction[20:16]==5'b00000 && instruction[25:21]==5'b00001)
                result=regA>>regB;
            if(instruction[20:16]==5'b00001 && instruction[25:21]==5'b00000)
                result=regB>>regA;
        end
        else if(opcode==6'b000000 && func==6'b000011) begin  
            reg0=instruction[10:6];
            if(instruction[20:16]==5'b00000)
                result=($signed(regA))>>>reg0;
            if(instruction[20:16]==5'b00001)
                result=($signed(regB))>>>reg0;
        end
        else if(opcode==6'b000000 && func==6'b000111) begin  
            if(instruction[20:16]==5'b00000 && instruction[25:21]==5'b00001)
                result=($signed(regA))>>>regB;
            if(instruction[20:16]==5'b00001 && instruction[25:21]==5'b00000)
                result=($signed(regB))>>>regA;
        end
        else if(opcode==6'b001000) begin  
            reg2=$signed(instruction[15:0]);
            if(instruction[25:21]==5'b00000) begin
                result=regA+reg2;
                if(!regA[31]&&!reg2[31]&&result[31] || regA[31]&&reg2[31]&&!result[31])
                flags[0]=1;
            end
            if(instruction[25:21]==5'b00001) begin
                result=regB+reg2;
                if(!regB[31]&&!reg2[31]&&result[31] || regB[31]&&reg2[31]&&!result[31])
                flags[0]=1;
            end
        end
        else if(opcode==6'b001001) begin  
            reg2=$signed(instruction[15:0]);
            if(instruction[25:21]==5'b00000)
                result=regA+reg2;
            if(instruction[25:21]==5'b00001)
                result=regB+reg2;
        end
        else if(opcode==6'b001100) begin  
            reg0=$signed(instruction[15:0]);
            if(instruction[25:21]==5'b00000)
                result=regA&reg0;
            if(instruction[25:21]==5'b00001)
                result=regB&reg0;
        end
        else if(opcode==6'b001101) begin  
            reg0=$signed(instruction[15:0]);
            if(instruction[25:21]==5'b00000)
                result=regA|reg0;
            if(instruction[25:21]==5'b00001)
                result=regB|reg0;
        end
        else if(opcode==6'b001110) begin  
            reg0=instruction[15:0];
            if(instruction[25:21]==5'b00000)
                result=regA^reg0;
            if(instruction[25:21]==5'b00001)
                result=regB^reg0;
        end
        else if(opcode==6'b000100) begin  
            result=regA-regB;
            if(result==0)
                flags[2]=1;
        end
        else if(opcode==6'b000101) begin  
            result=regA-regB;
            if(result==0)
                flags[2]=1;
        end
        else if(opcode==6'b001010) begin  
            reg2=$signed(instruction[15:0]);
            if(instruction[25:21]==5'b00000)begin
                result=regA-reg2;
                if(regA<reg2)
                    flags[1]=1;
            end
            if(instruction[25:21]==5'b00001)begin
                result=regB-reg2;
                if(regB<reg2)
                    flags[1]=1;
            end
        end
        else if(opcode==6'b001011) begin  
            reg0=instruction[15:0];
            if(instruction[25:21]==5'b00000)begin
                result=regA-reg0;
                if(regA<reg0)
                    flags[1]=1;
            end
            if(instruction[25:21]==5'b00001)begin
                result=regB-reg0;
                if(regB<reg0)
                    flags[1]=1;
            end
        end
        else if(opcode==6'b100011) begin  
            reg2=instruction[15:0];
            if(instruction[25:21]==5'b00000)
                result=regA+reg2;
            if(instruction[25:21]==5'b00001)
                result=regB+reg2;
        end
        else if(opcode==6'b101011) begin  
            reg2=instruction[15:0];
            if(instruction[25:21]==5'b00000)
                result=regA+reg2;
            if(instruction[25:21]==5'b00001)
                result=regB+reg2;
        end
    end
endmodule
```
`run.sh`:
```
#!/bin/bash
# OpenROAD 26Q1-2900-gdf79404cd8, Yosys 0.63+post, stock flow scripts
make -C /OpenROAD-flow-scripts/flow DESIGN_CONFIG=/design/flow/config.mk WORK_HOME=/design/flow/orfs finish
```
==> flow_metrics.env <==
# implementation run metrics
export IMPL_grt_overflow=0
export IMPL_fin_crit_ns=14.41
export IMPL_vias_per_cell=8.11
export IMPL_final_max_slew_viol_count=0
export IMPL_place_congestion=1.30
export IMPL_rsz0062_at_grt="no"
export IMPL_synth_top_flop_cell="dlxtn_1"
export IMPL_drive_gt1_share_pct=8.54
export IMPL_cp_buffers_inverters=5
export IMPL_fmax_mhz=69.4
export IMPL_cp_num_cells=17
export IMPL_dr_first_iter_drc_count=9869
export IMPL_p_leak_nw=15.7
export IMPL_regArea_um2=480
export IMPL_required_ns=15.92
export IMPL_largest_reg_flops=32
export IMPL_drc=0
export IMPL_endpoint="flags[2]"
export IMPL_hold_buffers=0
export IMPL_comb_area_um2=34000
export IMPL_rows=99
export IMPL_crit_path_max_fanout=27
export IMPL_final_setup_tns_ns=0
export IMPL_dr_pass1_iters=15
export IMPL_yosysUniqueCellTypes=106
export IMPL_wl_met1_um=85700
export IMPL_area_growth_pct=7.47
export IMPL_min_path_type="input pin to output port"
export IMPL_antenna_found_initial=43
export IMPL_power_density_nw_per_um2=32.6
export IMPL_internal_power_w=0.000430
export IMPL_layout_top_cells="587 x nor2_1, 505 x a21oi_1, 490 x nand2_1"
export IMPL_unclocked_regs=32
export IMPL_ys_cells=5483
export IMPL_ys_chip_area_um2=36800
export IMPL_status="finished clean"
export IMPL_cpMaxStageDelayCell="o41ai_2"
export IMPL_hold_viol=0
export IMPL_async_reset_ff_share_pct=0
export IMPL_stage_log_warnings=212
export IMPL_cp_top_family="buffers and inverters"
export IMPL_edf_count=0
export IMPL_ir_worst_vdd_uv=26.4
export IMPL_worstSetupPathType="input pin to output port"
export IMPL_grt_pass1_wl_um=358000
export IMPL_post_cts_setup_buffers=0
export IMPL_setup_violations=0
export IMPL_worst_ep_arrival_time_ns=10.43
export IMPL_hold_depth=5
export IMPL_cts_resized=0
export IMPL_die_y_um=273
export IMPL_startpoint_type="input pin"
export IMPL_met3WireLength_um=51700
export IMPL_core_area_um2=72800
export IMPL_maxSlewHeadroom_pct=6.49
export IMPL_dr_wl_met2_um=90600
export IMPL_postRouteAntennaNets=0
export IMPL_track_usage_pct=69.2
export IMPL_untimed_endpoints=64
export IMPL_vias=52300
export IMPL_mostFrequentLayoutCell="nor2_1"
export IMPL_yosysWarnings=1
export IMPL_boundaryPins=131
export IMPL_dieArea_um2=74700
export IMPL_synth_area_um2=36800
export IMPL_grt_max_degree=71
export IMPL_drt_total_wl_um=261000
export IMPL_cp_startpoint="regA[2]"
export IMPL_utilization_pct=54.3
export IMPL_hpwl_um=195000
export IMPL_fp_util_pct=50.5
export IMPL_synth_seq_cells=32
export IMPL_swShare_pct=66.7
export IMPL_numPortBuffers=131
export IMPL_drt_wirelength_per_cell_um=40.4
export IMPL_p_sw_w=0.000860
export IMPL_worst_pin_slew_ns=1.39
export IMPL_grt_pass1_vias=45900
export IMPL_crit_path_cell_trace="clkdlybuf4s50_1 -> buf_4 -> clkinv_1 -> ha_1 -> inv_1 -> o221ai_1 -> a221o_1 -> o41ai_2 -> a21oi_1 -> xnor2_1 -> nand2_1 -> nor4_1 -> and4_1 -> and4_1 -> nand4b_1 -> nor3_1 -> clkdlybuf4s50_1"
export IMPL_syn_inst=5483
export IMPL_avgSynthCellArea_um2=6.71
export IMPL_fillers=7232
export IMPL_setup_worst_path_end_class="output port"
export IMPL_fin_crit_sh_pct=72.4
export IMPL_cap_violations=0
export IMPL_slowest_delay_ns=0.88
export IMPL_dieWidth_um=273
export IMPL_top_layer_used="met5"
[through the flow]
step / std cells / hold slack (ns) / setup slack, ns / power [W] / area [um^2]
2_1_floorplan: 5483 / 8.10 / 7.21 / 0.000724 / 36800
3_3_place_gp: 6389 / 9.34 / 6.02 / 0.00117 / 39400
3_5_place_dp: 6389 / 9.33 / 5.95 / 0.00117 / 39400
4_1_cts: 6389 / 9.35 / 5.91 / 0.00118 / 39400
5_1_grt: 6407 / 9.38 / 5.44 / 0.00131 / 39400
6_report: 6445 / 9.37 / 5.49 / 0.00129 / 39500
[Yosys cell counts (all sizes together) (32+ instances only)]
cell type  instances  share of area [%]
nand4             50               0.88
mux2i            217                6.0
or3               41               0.70
clkbuf           283                2.9
nand3            121                1.7
o21bai            47               0.96
ha               356                 12
mux2              47                1.4
o21ai            388                5.3
a221oi            50                1.2
nor2b             56               0.95
o221ai            53                1.3
nand2            492                5.0
dlxtn             32                1.3
and3              36               0.61
xor2              55                1.3
a21o             105                2.1
mux4              88                5.4
nor4              89                1.7
o211ai            99                2.0
nor2             591                6.1
o21a              50                1.0
o22ai             59                1.0
a21oi            507                6.9
inv              191                1.9
a31oi             96                1.6
a211oi           135                2.8
buf              123                1.7
xnor2            289                6.9
nand2b            63                1.1
nor3             165                2.3
o31ai             50                1.0
[cell type report]
type | instances | area share [%]
Tap cell | 959 | 3.03
Multi-Input combinational cell | 4835 | 85.9
Timing Repair Buffer | 354 | 7.49
Inverter | 210 | 1.99
Antenna cell | 55 | 0.348
Sequential cell | 32 | 1.22
[layer usage]
layer	global-route usage (%)	vias to the layer above
met2	83.3	5776
li1	-	20600
met4	58.1	58
met3	51.4	1988
met1	77.2	23900
met5	22.0	-
[worst min-delay path: stages]
cell and delay [ns]:
clkdlybuf4s50_1 0.63, nor4_1 0.10, nand2_1 0.13, o2111ai_1 0.13, clkdlybuf4s50_1 0.41
[logic make-up after synthesis]
kind of cell | count (synthesis) | share of synthesized area [%]
adder cells (fa/ha/maj) | 376 | 12.9
buffers and inverters | 616 | 6.78
AND-OR/OR-AND | 1936 | 34.5
XOR/XNOR | 344 | 8.19
latches | 32 | 1.31
multiplexers | 352 | 12.9
AND/OR/NAND/NOR | 1827 | 23.4
[worst min-delay path by stage]
stage,start,to,slack (ns)
global route,instruction[21],flags[0],9.38
CTS,instruction[21],flags[0],9.35
finish,instruction[21],flags[0],9.37
Power and IR drop assume default switching activity.
